--- ./design.v ---
module psram_controller #(
    parameter PSRAM_FRE  = 200_000_000,
    parameter LATENCY    = 5,
    parameter BIT_WIDTH  = 16,
    parameter BURST_LEN  = 32,
    parameter WARP_MODE  = "Wrap",
    parameter RW_METHOD  = "Linear"
) (
    input                               ram_clk,
    input                               ram_clk_p,   
    input                               ram_rst,
    input                               ram_en,       
    input                               rw_ctrl,      
    input   [31:0]                      addr_in,      
    input   [BIT_WIDTH * 2 - 1 : 0]     ram_data_in,  
    output  reg                         init_cable_complete,  
    output  reg                         ctrl_idle,    
    output  reg                         psram_clk,
    output  reg                         psram_ce,
    output  reg                         dq_en,
    output  reg [BIT_WIDTH - 1 : 0]     dq_out_hi,  
    output  reg [BIT_WIDTH - 1 : 0]     dq_out_lo,  
    input       [BIT_WIDTH - 1 : 0]     dq_in_hi,   
    input       [BIT_WIDTH - 1 : 0]     dq_in_lo,   
    output  reg                         dm_en,
    output  reg [1 : 0]                 dm_out_hi, 
    output  reg [1 : 0]                 dm_out_lo, 
    input       [1 : 0]                 dm_in_hi,   
    input       [1 : 0]                 dm_in_lo,   
    output  reg [BIT_WIDTH * 2 - 1 : 0] ram_data_out,  
    output  reg                         ram_rd_valid,  
    output                              ram_wr_valid   
);
localparam TPU  = ((PSRAM_FRE / 1000) * 160) / 1000;  
localparam TRST = ((PSRAM_FRE / 1000) * 3) / 1000;  
localparam TCPH = 5;                
localparam IDLE        = 4'd0;
localparam RESET       = 4'd1;
localparam RESET_WAIT  = 4'd2;
localparam CONFIG      = 4'd3;
localparam CONFIG_DONE = 4'd4;
localparam CONFIG_WAIT = 4'd5;
localparam WAIT        = 4'd6;
localparam INIT        = 4'd7;
localparam WRITE       = 4'd8;
localparam READ        = 4'd9;
localparam DONE        = 4'd10;
reg [3:0] state_now;
reg [3:0] state_next;
reg [15:0] init_cnt;    
reg [3:0]  clk_cnt;    
reg [9:0]  rst_cnt;    
reg [2:0]  cph_cnt;    
reg [1:0]  mr_cnt;     
reg [11:0] data_cnt;   
reg        r_psram_clk;
wire [2:0] rlc_config;  
wire [2:0] wlc_config;  
reg  [7:0] command_config;  
wire       bit_config;      
wire       wrap_config;     
wire [1:0] bl_config;       
reg        r_rw_ctrl;
assign     rlc_config = (LATENCY == 3) ? 3'b000 :
                        (LATENCY == 4) ? 3'b001 :
                        (LATENCY == 5) ? 3'b010 :
                        (LATENCY == 6) ? 3'b011 :
                        (LATENCY == 7) ? 3'b100 : 3'b010;
assign     wlc_config = (LATENCY == 3) ? 3'b000 :
                        (LATENCY == 4) ? 3'b100 :
                        (LATENCY == 5) ? 3'b010 :
                        (LATENCY == 6) ? 3'b110 :
                        (LATENCY == 7) ? 3'b001 : 3'b010;
assign     bit_config     = (BIT_WIDTH == 8)        ? 1'b0 : 1'b1;
assign     wrap_config    = (WARP_MODE == "Wrap")   ? 1'b0 : 1'b1;
assign     bl_config      = (BURST_LEN == 16)   ? 2'b00 :
                            (BURST_LEN == 32)   ? 2'b01 :
                            (BURST_LEN == 64)   ? 2'b10 : 
                            (BURST_LEN == 2048) ? 2'b11 : 2'b00;
always @(posedge ram_clk or negedge ram_rst) begin
    if(ram_rst == 1'b0)begin
        r_rw_ctrl <= 1'b0;
    end
    else if(ram_en)begin
        r_rw_ctrl <= rw_ctrl;
    end
    else begin
        r_rw_ctrl <= r_rw_ctrl;
    end
end
generate if(RW_METHOD == "Linear") begin : Linear_rw_config
    always @(posedge ram_clk or negedge ram_rst) begin
        if(ram_rst == 1'b0)begin
            command_config <= 8'hff;
        end
        else if(ram_en)begin
            command_config <= {rw_ctrl,7'b010_0000};
        end
        else begin
            command_config <= command_config;
        end
    end
end
endgenerate
generate if(RW_METHOD == "Sync") begin : Sync_rw_config
    always @(posedge ram_clk or negedge ram_rst) begin
        if(ram_rst == 1'b0)begin
            command_config <= 8'hff;
        end
        else if(ram_en)begin
            command_config <= {rw_ctrl,7'b000_0000};
        end
        else begin
            command_config <= command_config;
        end
    end
end
endgenerate
always @(posedge ram_clk or negedge ram_rst) begin
    if(ram_rst == 1'b0)begin
        init_cnt <= 16'd0;
    end
    else if(init_cnt < TPU - 1'b1)begin
        init_cnt <= init_cnt + 1'b1;
    end
    else begin
        init_cnt <= init_cnt;
    end
end
always @(posedge ram_clk or negedge ram_rst) begin
    if(ram_rst == 1'b0)begin
        clk_cnt <= 4'd0;
    end
    else if(state_now == RESET || state_now == CONFIG || state_now == INIT)begin
        clk_cnt <= clk_cnt + 1'b1;
    end
    else begin
        clk_cnt <= 4'd0;
    end
end
always @(posedge ram_clk or negedge ram_rst) begin
    if(ram_rst == 1'b0)begin
        rst_cnt <= 10'd0;
    end
    else if(state_now == RESET_WAIT)begin
        if(rst_cnt < TRST - 1'b1)begin
            rst_cnt <= rst_cnt + 1'b1;
        end
        else begin
            rst_cnt <= rst_cnt;
        end
    end
    else begin
        rst_cnt <= rst_cnt;
    end
end
always @(posedge ram_clk or negedge ram_rst) begin
    if(ram_rst == 1'b0)begin
        cph_cnt <= 3'd0;
    end
    else if(state_now == CONFIG_WAIT || state_now == DONE)begin
        if(cph_cnt < TCPH - 1'b1)begin
            cph_cnt <= cph_cnt + 1'b1;
        end
        else begin
            cph_cnt <= cph_cnt;
        end
    end
    else begin
        cph_cnt <= 3'd0;
    end
end
always @(posedge ram_clk or negedge ram_rst) begin
    if(ram_rst == 1'b0)begin
        mr_cnt <= 2'd0;
    end
    else if(state_now == CONFIG_DONE)begin
        mr_cnt <= mr_cnt + 1'b1;
    end
    else begin
        mr_cnt <= mr_cnt;
    end
end
always @(posedge ram_clk or negedge ram_rst) begin
    if(ram_rst == 1'b0)begin
        data_cnt <= 12'd0;
    end
    else if(ram_wr_valid | ram_rd_valid)begin
        if(data_cnt < BURST_LEN - 2)begin
            data_cnt <= data_cnt + 2'd2;
        end
        else begin
            data_cnt <= data_cnt;
        end
    end
    else begin
        data_cnt <= 12'd0;
    end
end
always @(posedge ram_clk or negedge ram_rst) begin
    if(ram_rst == 1'b0)begin
        state_now <= IDLE;
    end
    else begin
        state_now <= state_next;
    end
end
always @(*) begin
    if(ram_rst == 1'b0)begin
        state_next <= IDLE;
    end
    else begin
        case(state_now)
            IDLE:begin
                if(init_cnt == TPU - 1'b1)begin
                    state_next <= RESET;
                end
                else begin
                    state_next <= IDLE;
                end
            end
            RESET:begin
                if(clk_cnt == 4'd3)begin
                    state_next <= RESET_WAIT;
                end
                else begin
                    state_next <= RESET;
                end
            end
            RESET_WAIT:begin
                if(rst_cnt == TRST - 1'b1)begin
                    state_next <= CONFIG;
                end
                else begin
                    state_next <= RESET_WAIT;
                end
            end
            CONFIG:begin
                if(clk_cnt == 4'd3)begin
                    state_next <= CONFIG_DONE;
                end
                else begin
                    state_next <= CONFIG;
                end
            end
            CONFIG_DONE:begin
                state_next <= CONFIG_WAIT;
            end
            CONFIG_WAIT:begin
                if(cph_cnt == TCPH - 1'b1 && mr_cnt == 2'd3)begin
                    state_next <= WAIT;
                end
                else if(cph_cnt == TCPH - 1'b1 && mr_cnt < 2'd3)begin
                    state_next <= CONFIG;
                end
                else begin
                    state_next <= CONFIG_WAIT;
                end
            end
            WAIT:begin
                if(ram_en)begin
                    state_next <= INIT;
                end
                else begin
                    state_next <= WAIT;
                end
            end
            INIT:begin
                if(r_rw_ctrl == 1'b1)begin
                    if(clk_cnt == LATENCY + 1)begin
                        state_next <= WRITE;
                    end
                    else begin
                        state_next <= INIT;
                    end
                end
                else begin
                    if(clk_cnt == 4'd2)begin
                        state_next <= READ;
                    end
                    else begin
                        state_next <= INIT;
                    end
                end
            end
            WRITE:begin
                if(data_cnt == BURST_LEN - 2)begin
                    state_next <= DONE;
                end
                else begin
                    state_next <= WRITE;
                end
            end
            READ:begin
                if(data_cnt == BURST_LEN - 2)begin
                    state_next <= DONE;
                end
                else begin
                    state_next <= READ;
                end
            end
            DONE:begin
                if(cph_cnt == TCPH - 1'b1)begin
                    state_next <= WAIT;
                end
                else begin
                    state_next <= DONE;
                end
            end
            default:begin
                state_next <= IDLE;
            end
        endcase
    end
end
always @(posedge ram_clk or negedge ram_rst) begin
    if(ram_rst == 1'b0)begin
        psram_clk <= 1'b0;
    end
    else begin
        psram_clk <= r_psram_clk;
    end
end
always @(posedge ram_clk or negedge ram_rst) begin
    if(ram_rst == 1'b0)begin
        r_psram_clk <= 1'b0;
    end
    else begin
        case(state_now)
            IDLE:begin
                r_psram_clk <= 1'b0;
            end
            CONFIG_DONE:begin
                r_psram_clk <= 1'b0;
            end
            CONFIG_WAIT:begin
                r_psram_clk <= 1'b0;
            end
            WAIT:begin
                r_psram_clk <= 1'b0;
            end
            DONE:begin
                r_psram_clk <= 1'b0;
            end
            default:begin
                r_psram_clk <= 1'b1;
            end
        endcase
    end
end
always @(posedge ram_clk or negedge ram_rst) begin
    if(ram_rst == 1'b0)begin
        dq_en <= 1'b0;
    end
    else begin
        case(state_now)
            RESET:begin
                if(clk_cnt == 4'd0)begin
                    dq_en <= 1'b1;
                end
                else begin
                    dq_en <= 1'b0;
                end
            end
            CONFIG:begin
                dq_en <= 1'b1;
            end
            INIT:begin
                if(clk_cnt <= 4'd2)begin
                    dq_en <= 1'b1;
                end
                else begin
                    dq_en <= 1'b0;
                end
            end
            WRITE:begin
                dq_en <= 1'b1;
            end
            default:begin
                dq_en <= 1'b0;
            end
        endcase
    end
end
always @(posedge ram_clk or negedge ram_rst) begin
    if(ram_rst == 1'b0)begin
        dm_en <= 1'b0;
    end
    else if(state_now == WRITE)begin
        dm_en <= 1'b1; 
    end
    else begin
        dm_en <= 1'b0;
    end
end
always @(posedge ram_clk or negedge ram_rst) begin
    if(ram_rst == 1'b0)begin
        dq_out_hi <= 8'h00;
        dq_out_lo <= 8'h00;
    end
    else begin
        case(state_now)
            IDLE:begin
                dq_out_hi <= 8'h00;
                dq_out_lo <= 8'h00;
            end
            RESET:begin
                dq_out_hi <= 8'hff;
                dq_out_lo <= 8'hff;
            end
            RESET_WAIT:begin
                dq_out_hi <= dq_out_hi;
                dq_out_lo <= dq_out_lo;
            end
            CONFIG:begin
                case(mr_cnt)
                    2'd0:begin
                        case(clk_cnt)
                            4'd0:begin
                                dq_out_hi <= 8'hc0;
                                dq_out_lo <= 8'hc0;
                            end
                            4'd1:begin
                                dq_out_hi <= 8'h00;
                                dq_out_lo <= 8'h00;
                            end
                            4'd2:begin
                                dq_out_hi <= 8'h00;
                                dq_out_lo <= 8'h00;
                            end
                            4'd3:begin
                                dq_out_hi <= {3'b000,rlc_config,2'b01};
                                dq_out_lo <= {3'b000,rlc_config,2'b01};
                            end
                            default:begin
                                dq_out_hi <= 8'h00;
                                dq_out_lo <= 8'h00;
                            end
                        endcase
                    end
                    2'd1:begin
                        case(clk_cnt)
                            4'd0:begin
                                dq_out_hi <= 8'hc0;
                                dq_out_lo <= 8'hc0;
                            end
                            4'd1:begin
                                dq_out_hi <= 8'h00;
                                dq_out_lo <= 8'h00;
                            end
                            4'd2:begin
                                dq_out_hi <= 8'h04;
                                dq_out_lo <= 8'h04;
                            end
                            4'd3:begin
                                dq_out_hi <= {wlc_config,2'b00,3'b000};
                                dq_out_lo <= {wlc_config,2'b00,3'b000};
                            end
                            default:begin
                                dq_out_hi <= 8'h00;
                                dq_out_lo <= 8'h00;
                            end
                        endcase
                    end
                    2'd2:begin
                        case(clk_cnt)
                            4'd0:begin
                                dq_out_hi <= 8'hc0;
                                dq_out_lo <= 8'hc0;
                            end
                            4'd1:begin
                                dq_out_hi <= 8'h00;
                                dq_out_lo <= 8'h00;
                            end
                            4'd2:begin
                                dq_out_hi <= 8'h08;
                                dq_out_lo <= 8'h08;
                            end
                            4'd3:begin
                                dq_out_hi <= {1'b0,bit_config,2'b00,1'b0,wrap_config,bl_config};
                                dq_out_lo <= {1'b0,bit_config,2'b00,1'b0,wrap_config,bl_config};
                            end
                            default:begin
                                dq_out_hi <= 8'h00;
                                dq_out_lo <= 8'h00;
                            end
                        endcase
                    end
                    default:begin
                        dq_out_hi <= 8'h00;
                        dq_out_lo <= 8'h00;
                    end
                endcase
                end
            CONFIG_DONE:begin
                dq_out_hi <= 8'h00;
                dq_out_lo <= 8'h00;
            end
            CONFIG_WAIT:begin
                dq_out_hi <= 8'h00;
                dq_out_lo <= 8'h00;
            end
            WAIT:begin
                dq_out_hi <= 8'h00;
                dq_out_lo <= 8'h00;
            end
            INIT:begin
                case(clk_cnt)
                    4'd0:begin
                        dq_out_hi <= command_config;
                        dq_out_lo <= command_config;
                    end
                    4'd1:begin
                        dq_out_hi <= addr_in[31:24];
                        dq_out_lo <= addr_in[23:16];
                    end
                    4'd2:begin
                        dq_out_hi <= addr_in[15:8];
                        dq_out_lo <= addr_in[7:0];
                    end
                    default:begin
                        dq_out_hi <= 8'h00;
                        dq_out_lo <= 8'h00;
                    end
                endcase
                end
            WRITE:begin
                dq_out_hi <= ram_data_in[BIT_WIDTH * 2 - 1 : BIT_WIDTH];
                dq_out_lo <= ram_data_in[BIT_WIDTH - 1 : 0];
            end
            READ:begin
                dq_out_hi <= 8'h00;
                dq_out_lo <= 8'h00;
            end
            DONE:begin
                dq_out_hi <= 8'h00;
                dq_out_lo <= 8'h00;
            end
            default:begin
                dq_out_hi <= 8'h00;
                dq_out_lo <= 8'h00;
            end
        endcase
    end
end
always @(posedge ram_clk or negedge ram_rst) begin
    if(ram_rst == 1'b0)begin
        dm_out_hi <= 2'b00;
        dm_out_lo <= 2'b00;
    end
    else begin
        dm_out_hi <= 2'b00;
        dm_out_lo <= 2'b00;
    end
end
always @(posedge ram_clk or negedge ram_rst) begin
    if(ram_rst == 1'b0)begin
        psram_ce <= 1'b1;
    end
    else begin
        case(state_now)
            IDLE:begin
                psram_ce <= 1'b1;
            end
            RESET:begin
                psram_ce <= 1'b0;
            end
            RESET_WAIT:begin
                psram_ce <= 1'b1;
            end
            CONFIG:begin
                psram_ce <= 1'b0;
            end
            CONFIG_DONE:begin
                psram_ce <= 1'b1;
            end
            CONFIG_WAIT:begin
                psram_ce <= 1'b1;
            end
            WAIT:begin
                psram_ce <= 1'b1;
            end
            INIT:begin
                psram_ce <= 1'b0;
            end
            WRITE:begin
                psram_ce <= 1'b0;
            end
            READ:begin
                psram_ce <= 1'b0;
            end
            DONE:begin
                psram_ce <= 1'b1;
            end
            default:begin
                psram_ce <= 1'b1;
            end
        endcase
    end
end
always @(posedge ram_clk or negedge ram_rst) begin
    if(ram_rst == 1'b0)begin
        init_cable_complete <= 1'b0;
    end
    else if(state_now == WAIT)begin
        init_cable_complete <= 1'b1;
    end
    else begin
        init_cable_complete <= init_cable_complete;
    end
end
always @(posedge ram_clk or negedge ram_rst) begin
    if(ram_rst == 1'b0)begin
        ctrl_idle <= 1'b1;
    end
    else if(state_now == INIT || state_now == WRITE || state_now == READ || state_now == DONE)begin
        ctrl_idle <= 1'b0;
    end
    else begin
        ctrl_idle <= 1'b1;
    end
end
assign ram_wr_valid = (state_now == WRITE) ? 1'b1 : 1'b0;
always @(posedge ram_clk or negedge ram_rst) begin
    if(ram_rst == 1'b0)begin
        ram_rd_valid <= 1'b0;
    end
    else if(state_now == READ)begin
        if(dm_in_lo[0] ^ dm_in_lo[1])begin
            ram_rd_valid <= 1'b1;
        end
        else begin
            ram_rd_valid <= 1'b0;
        end
    end
    else begin
        ram_rd_valid <= 1'b0;
    end
end
always @(posedge ram_clk or negedge ram_rst) begin
    if(ram_rst == 1'b0)begin
        ram_data_out <= 1'b0;
    end
    else if(state_now == READ)begin
        if(dm_in_lo[0] ^ dm_in_lo[1])begin
            ram_data_out <= {dq_in_hi,dq_in_lo};
        end
        else begin
            ram_data_out <= ram_data_out;
        end
    end
    else begin
        ram_data_out <= ram_data_out;
    end
end
endmodule   
--- ./run.sh ---
#!/bin/bash
# OpenROAD 26Q1-2900-gdf79404cd8, Yosys 0.63+post, stock flow scripts
make -C /OpenROAD-flow-scripts/flow DESIGN_CONFIG=/design/flow/config.mk WORK_HOME=/design/flow/orfs finish
--- ./config.mk ---
export PLATFORM = sky130hd
export DESIGN_NAME = psram_controller
export DESIGN_NICKNAME = psram_controller
export VERILOG_FILES = /design/flow/design.v
export SDC_FILE = /design/flow/constraint.sdc
export NUM_CORES = 4
export LEC_CHECK = 1
export CORE_UTILIZATION = 40
--- ./constraint.sdc ---
current_design psram_controller

set clk_period 9.1
set clk_io_pct 0.2

create_clock -name clk0 -period $clk_period [get_ports {ram_clk}]

set non_clock_inputs [all_inputs -no_clocks]
set_input_delay [expr $clk_period * $clk_io_pct] -clock clk0 $non_clock_inputs
set_output_delay [expr $clk_period * $clk_io_pct] -clock clk0 [all_outputs]
==> results.py <==
# Generated from Yosys and OpenROAD reports
metrics = {
    "setup_path": {
        "worst-path-max-fanout": 18,
        "data_required_time_of_the_critical_path_ns": 7.28,
        "setup.reg_to_reg.worst_slack_ns": 6.82,
        "crit-reg2reg-capture": "dq_out_lo[1]",
        "r2r-start": "clk_cnt[0]",
        "timing.critical_path.arrival_ns": 2.04,
        "worstSetupEndpointType": "output port",
        "crit_type": "reg2out",
        "worstSetupStartpointType": "register",
        "r2r.worst_path.cells": 6,
    },
    "synth": {
        "post_synth_num_cell_types": 59,
        "top_cell_area_share_pct": 51.8,
        "yosys_warnings": 1,
        "postSynth.asyncResetShare_pct": 100,
        "yosys.stat.seqShare_pct": 53.6,
        "synthesis.area_per_instance_um2": 11.4,
        "yosys-stat-cells": 514,
        "synthDominantAreaCellType": "sky130_fd_sc_hd__dfrtp_1",
        "post_synth_area_from_yosys_stat_um2": 5850,
        "top_cells_by_area": "sky130_fd_sc_hd__dfrtp_1 52%, sky130_fd_sc_hd__mux2_2 6.5%, sky130_fd_sc_hd__a22o_1 3.4%, sky130_fd_sc_hd__ha_1 2.8%, sky130_fd_sc_hd__xor2_1 2.7%",
        "synthFlopType": "sky130_fd_sc_hd__dfrtp_1",
        "netlist_instances": 514,
        "synth_area_um2": 5850,
        "synth_flop_count": 125,
        "synth-edff-count": 0,
    },
    "global_routing": {
        "grt_antenna_before_repair": 0,
        "grt_max_degree": 58,
        "grt.overflow.total": 0,
        "number_of_global_route_vias_before_repair": 4533,
        "globalRouteTotalUtil_pct": 21.1,
        "wire_length_of_the_first_global_routing_pass_mm": 23.6,
    },
    "clocking": {
        "cts-hold-fix-buffers": 0,
        "cts_root_buffer": "sky130_fd_sc_hd__clkbuf_16",
        "tritoncts.num_buffers": 17,
        "tritoncts": "built",
        "clk_path_buf_depth": 2,
        "cts_repair_resize_count": 0,
        "cts_post_setup_buffers_inserted": 0,
        "cts.reportedPaths.clkPinSlew_ns": 0.05,
        "cts-htree-levels": 4,
        "insertion_delay_late_pin_ns": 0.41,
        "clock-sinks": 125,
    },
    "sta": {
        "timing.max_slew.rel_slack_pct": 51.6,
        "setup_skew_ns": 0.00628,
        "worst_slew_pin_slew_ns": 0.726,
        "finalSetupTns_ns": 0,
        "worst_hold_slack_ns": 0.356,
        "slew_violations": 0,
        "cycle_use_final_pct": 42.4,
        "finalSetupViolations": 0,
        "finalWorstPathRequiredPeriod_ns": 3.86,
        "fmaxAchievable_mhz": 259,
        "setup_repair_after_global_routing_missed_its_margin": "no",
        "final_hold_viol_count": 0,
    },
    "route": {
        "wire_per_inst_um": 16.9,
        "via_count": 4657,
        "antenna_violating_nets_post_route": 0,
        "drt_drc_violations_left": 0,
        "post_drt_via_cell_ratio": 5.29,
        "drtPass1Iterations": 5,
        "antenna-diode-count": 0,
        "wl_mm": 14.9,
        "detail_route.iter0.violations": 237,
    },
    "power": {
        "power.density_nw_per_um2": 153,
        "final_total_pwr_mw": 1.28,
        "total_leakage_power_nw": 3.73,
        "vdd.ir_drop.worst_v": 0.000112,
    },
    "final_layout": {
        "area_delta_synth_final_pct": 42.3,
        "final_cell_mix": "172 x sky130_fd_sc_hd__clkdlybuf4s50_1, 121 x sky130_fd_sc_hd__dfrtp_1, 38 x sky130_fd_sc_hd__nor2_1",
        "post_route_cells_drive_above_1_share_pct": 12.8,
        "layout.core_utilization_pct": 59.0,
        "layout_top_cell": "sky130_fd_sc_hd__clkdlybuf4s50_1",
    },
    "floorplan": {
        "ioPinCount": 181,
        "placementRows": 43,
        "fp.dieH_um": 123,
        "fp_util_pct": 41.5,
        "die_x_um": 123,
        "core_um2": 14100,
        "floorplan.die_area_um2": 15100,
    },
    "hold_path": {
        "hold_start": "r_psram_clk",
        "hold_class": "reg2reg",
        "hold_path_depth": 0,
        "worstHoldEndpoint": "psram_clk",
    },
    "placed_design": {
        "place.gp.congestion": 0.879,
        "placement.io_buffers": 173,
        "dp.final_hpwl_mm": 10.9,
    },
    "run_status": {
        "run_status": "complete, no violations",
    },
    "run": {
        "log.warning_count": 35,
        "cap_viol_max_count": 0,
    },
}
==> metal layers <==
| metal | vias up | share of wire (%) | GRT usage [%] |
|---|---|---|---|
| met2 | 143 | 50 | 34.2 |
| li1 | 2236 | - | - |
| met3 | 11 | 6.5 | 4.71 |
| met4 | 0 | 1.0 | 2.21 |
| met5 | - | 0 | 0 |
| met1 | 2267 | 42 | 31.1 |
==> flip-flops by register name, indices dropped and copies added (netlist names), 3 cells and up <==
name          flops
ram_data_out     32
dq_out_hi        16
dq_out_lo        16
init_cnt         16
data_cnt         11
rst_cnt          10
clk_cnt           4
state_now         4
cph_cnt           3
==> report_power, final <==
group | switching [mW] | internal [mW] | leakage, nW
Sequential | 0.000706 | 0.557 | 1.72
Clock | 0.243 | 0.418 | 0.282
Combinational | 0.0186 | 0.0395 | 1.73
==> synth_stat cells, types with 2 or more instances <==
master                        n
sky130_fd_sc_hd__mux2_2      34
sky130_fd_sc_hd__clkbuf_1    11
sky130_fd_sc_hd__mux2i_1      2
sky130_fd_sc_hd__a21oi_1     17
sky130_fd_sc_hd__nand2b_1     3
sky130_fd_sc_hd__o21bai_1     3
sky130_fd_sc_hd__and3_1       7
sky130_fd_sc_hd__o211ai_1     8
sky130_fd_sc_hd__and4_1       4
sky130_fd_sc_hd__nand3_1      8
sky130_fd_sc_hd__nor3b_2      3
sky130_fd_sc_hd__a21o_1       3
sky130_fd_sc_hd__o2111ai_1    3
sky130_fd_sc_hd__nor3_1      11
sky130_fd_sc_hd__nand2_1     26
sky130_fd_sc_hd__nand4_1     11
sky130_fd_sc_hd__o21ai_0     18
sky130_fd_sc_hd__and2_1       6
sky130_fd_sc_hd__o31ai_1      3
sky130_fd_sc_hd__xor2_1      18
sky130_fd_sc_hd__ha_1        13
sky130_fd_sc_hd__a22oi_1     11
sky130_fd_sc_hd__dfrtp_1    121
sky130_fd_sc_hd__o221ai_1     3
sky130_fd_sc_hd__nor4_2       3
sky130_fd_sc_hd__a41oi_1      3
sky130_fd_sc_hd__a221oi_1     9
sky130_fd_sc_hd__dfstp_2      4
sky130_fd_sc_hd__inv_1       14
sky130_fd_sc_hd__nor2_1      38
sky130_fd_sc_hd__a22o_1      23
sky130_fd_sc_hd__nor4_1       2
sky130_fd_sc_hd__a31oi_1      9
sky130_fd_sc_hd__or3_1        2
sky130_fd_sc_hd__buf_2        9
sky130_fd_sc_hd__nor2b_1     11
sky130_fd_sc_hd__xnor2_1     10
sky130_fd_sc_hd__buf_4        6
sky130_fd_sc_hd__a222oi_1     2
sky130_fd_sc_hd__a211oi_1     2
sky130_fd_sc_hd__a221o_1      2
==> kinds of logic (layout without fill, tap and decap cells) <==
logic type / Yosys count / after routing / share of synthesized area, %
AOI/OAI and AO/OA: 126 / 126 / 15.6
xor gates and xnor gates: 28 / 28 / 4.19
adders and majority gates: 13 / 13 / 2.78
buffers and inverters: 43 / 227 / 3.49
DFF: 125 / 125 / 53.6
muxes: 36 / 36 / 6.89
other: 1 / 4 / 0.0641
and+or+nand+nor: 142 / 142 / 13.4
==> critical path: stages, from the launching register on <==
cell	delay (ns)
sky130_fd_sc_hd__dfrtp_1	0.59
sky130_fd_sc_hd__nand2b_1	0.32
sky130_fd_sc_hd__nor3_4	0.18
sky130_fd_sc_hd__clkdlybuf4s50_1	0.54
==> stage by stage <==
step	cell area [um^2]	setup WS (ns)	instances
6_report	8320	5.24	881
5_1_grt	8320	5.11	881
4_1_cts	8320	5.22	881
3_5_place_dp	7730	5.65	849
3_3_place_gp	7730	5.67	849
2_1_floorplan	5860	6.10	517
==> worst max-delay path by stage <==
stage             endpoint  slack (ns)    startpoint  depth (start not counted)
finish        ram_wr_valid        5.24  state_now[2]                          3
global route  ram_wr_valid        5.11  state_now[2]                          3
CTS           ram_wr_valid        5.22  state_now[2]                          3
==> final cells by class <==
type,count,area (um^2)
Multi-Input combinational cell,349,2530
Tap cell,180,225
Sequential cell,125,3130
Inverter,14,52.6
Timing Repair Buffer,181,1790
Fill cell,1124,5770
Clock buffer,19,453
Clock inverter,13,140
Power and IR drop assume default switching activity.
