File: design/flow/run.sh
#!/bin/bash
# OpenROAD 26Q1-2900-gdf79404cd8, Yosys 0.63+post, stock flow scripts
make -C /OpenROAD-flow-scripts/flow DESIGN_CONFIG=/design/flow/config.mk WORK_HOME=/design/flow/orfs finish
File: design/flow/design.v
module hbram_rw #(
    parameter WR_rd_DEPTH  = 256,
    parameter RD_wr_DEPTH  = 256,
    parameter BURST_LENGTH = 64
) (
    input                             ram_clock,
    input                             ram_reset,
    input   [$clog2(WR_rd_DEPTH) : 0] wfifo_rd_count,
    input   [$clog2(RD_wr_DEPTH) : 0] rfifo_wr_count,
    input                             hbc_cal_pass,
    input                             rw_en,
    input                             rw_ctrl,
    input   [31:0]                    wr_addr_min,
    input   [31:0]                    wr_addr_max,
    input   [31:0]                    rd_addr_min,
    input   [31:0]                    rd_addr_max,
    input                             operating,
    input   [10:0]                    burst_len,
    output  reg                       ram_en,
    output                            ram_rw_ctrl,
    output  [31:0]                    ram_addr,
    output                            ctrl_idle
);
localparam IDLE  = 3'd0;
localparam DONE  = 3'd1;
localparam WRITE = 3'd2;
localparam READ  = 3'd3;
reg        r_operating;
wire       operating_pos;
reg [31:0] wr_addr;
reg [31:0] rd_addr;
reg [2:0]  state_now;
reg [2:0]  state_next;
assign     operating_pos = (~r_operating) & operating;
always @(posedge ram_clock or posedge ram_reset) begin
    if(ram_reset == 1'b1)begin
        r_operating <= 1'b0;
    end
    else begin
        r_operating <= operating;
    end
end
always @(posedge ram_clock or posedge ram_reset) begin
    if(ram_reset == 1'b1)begin
        wr_addr <= 32'd0;
    end
    else if(state_now == DONE)begin
        wr_addr <= wr_addr_min;
    end
    else if(state_now == WRITE)begin
        if(operating_pos)begin
            wr_addr <= wr_addr + BURST_LENGTH;
        end
        else begin
            wr_addr <= wr_addr;
        end
    end
    else begin
        wr_addr <= wr_addr;
    end
end
always @(posedge ram_clock or posedge ram_reset) begin
    if(ram_reset == 1'b1)begin
        rd_addr <= 32'd0;
    end
    else if(state_now == DONE)begin
        rd_addr <= rd_addr_min;
    end
    else if(state_now == READ)begin
        if(operating_pos)begin
            rd_addr <= rd_addr + BURST_LENGTH;
        end
        else begin
            rd_addr <= rd_addr;
        end
    end
    else begin
        rd_addr <= rd_addr;
    end
end
always @(posedge ram_clock or posedge ram_reset) begin
    if(ram_reset == 1'b1)begin
        state_now <= IDLE;
    end
    else begin
        state_now <= state_next;
    end
end
always @(*) begin
    if(ram_reset == 1'b1)begin
        state_next <= IDLE;
    end
    else begin
        case(state_now)
            IDLE:begin
                if(hbc_cal_pass)begin
                    state_next <= DONE;
                end
                else begin
                    state_next <= IDLE;
                end
            end
            DONE:begin
                if({wfifo_rd_count,1'b0} >= burst_len && rw_en && (~rw_ctrl))begin
                    state_next <= WRITE;
                end
                else if({rfifo_wr_count,1'b0} < burst_len && rw_en && rw_ctrl)begin
                    state_next <= READ;
                end
                else begin
                    state_next <= DONE;
                end
            end
            WRITE:begin
                if(wr_addr == wr_addr_max - BURST_LENGTH && operating_pos)begin
                    state_next <= DONE;
                end
                else begin
                    state_next <= WRITE;
                end
            end
            READ:begin
                if(rd_addr == rd_addr_max - BURST_LENGTH && operating_pos)begin
                    state_next <= DONE;
                end
                else begin
                    state_next <= READ;
                end
            end
            default:begin
                state_next <= IDLE;
            end
        endcase
    end
end
always @(posedge ram_clock or posedge ram_reset) begin
    if(ram_reset == 1'b1)begin
        ram_en <= 1'b0;
    end
    else if(rw_en)begin
        ram_en <= 1'b1;
    end
    else if(operating_pos)begin
        if(wr_addr == wr_addr_max - BURST_LENGTH)begin
            ram_en <= 1'b0;
        end
        else begin
            ram_en <= 1'b1;
        end
    end
    else begin
        ram_en <= 1'b0;
    end
end
assign ram_rw_ctrl = (state_now == WRITE) ? 1'b0 : 1'b1;
assign ram_addr    = (state_now == WRITE) ? wr_addr : 
                     (state_now == READ)  ? rd_addr : 32'd0;
assign ctrl_idle   = (state_now == IDLE || state_now == DONE) ? 1'b1 : 1'b0;
endmodule
File: design/flow/config.mk
export PLATFORM = sky130hd
export DESIGN_NAME = hbram_rw
export DESIGN_NICKNAME = hbram_rw
export VERILOG_FILES = /design/flow/design.v
export SDC_FILE = /design/flow/constraint.sdc
export NUM_CORES = 4
export LEC_CHECK = 1
export CORE_UTILIZATION = 50
File: design/flow/constraint.sdc
current_design hbram_rw

set clk_period 3.9
set clk_io_pct 0.2

create_clock -name clk0 -period $clk_period [get_ports {ram_clock}]

set non_clock_inputs [all_inputs -no_clocks]
set_input_delay [expr $clk_period * $clk_io_pct] -clock clk0 $non_clock_inputs
set_output_delay [expr $clk_period * $clk_io_pct] -clock clk0 [all_outputs]
==> impl.org <==
#+TITLE: Flow metrics

** Outcome
- The run finished with clean final reports.

** Run
- Maximum Capacitance Violations :: 0
- In this run the tools logged warnings totalling 26.

** Synthesis
- For this run, the number of Yosys warnings is 1.
- For this run, asynchronously set or reset flops after synthesis account for 1.000.
- Of the synthesized area, sequential elements account for 0.2744.
- Number of standard cells after synthesis :: 828
- Each instance of the synthesized netlist takes up on average 7.714 um2.
- Most used flip-flop cell after synthesis :: dfrtp_1
- Most instantiated cells after synthesis :: 147 x nand2_1, 99 x o21ai_0, 69 x dfrtp_1
- Number of cell instances after yosys synthesis :: 828
- Among all cell types in the netlist, the one instantiated most often is nand2_1.
- The gate-level netlist out of Yosys references 65 unique cell types.
- Flops after synth :: 70
- Post-synthesis chip area from yosys :: 6387 um2
- Leading post-synthesis cells by cell area :: dfrtp_1 27%, xnor2_1 8.9%, nand2_1 8.6%
- dfrtp_1 takes more of the synthesized area than any other cell.
- The share of synthesized area in the top cell type comes to 0.2703.
- The synthesized design contains 0 enable-type register cells.
- After synthesis the cells add up to 6387 um2.

** Placed design
- The placement report lists the number of port buffers as 197.
- HPWL reported at the end of detailed placement :: 15450 um
- Final RePlAce weighted congestion :: 0.9494
- Number of placed cells counting well taps :: 1190
- Pre-CTS setup slack :: -0.2108 ns

** Critical path
- Most frequent cell on the critical path :: a31oi_1
- Critical Path Start Type :: primary input
- Delay-heaviest family, CP :: simple AND/OR/NAND/NOR gates
- CP max-delay cell :: or4_4
- The OpenROAD report gives the critical path a data arrival time of 4.03 ns.
- The critical path endpoint has a required time of 4.15 ns.
- Counting both buffers and inverters, the worst setup path holds a total of 1.
- The capture point of the worst register-to-register path is recorded as state_now[2].
- Origin of the critical flop-to-flop path :: wr_addr[10]
- For the worst flop-to-flop path, the logic depth is 9.
- The signal on the critical path passes through clkdlybuf4s50_1 -> or4_4 -> nor3_1 -> mux2_2 -> a31oi_1 -> o22ai_1 -> or4b_4 -> or4b_1 -> a31oi_1.
- Max Fanout on Critical Path :: 4
- The worst setup path is of the in -> reg kind.
- Crit-path max cell delay :: 0.57 ns
- Element type at the critical path end :: flip-flop
- The worst-case reg-to-reg setup slack stands at 1.17 ns.

** GRT
- The first global-routing pass estimated 31780 um of wire.
- Largest net degree at the start of global routing :: 65
- The number of antenna violations at the first check in global routing is 0.
- Routing resource usage on met3 recorded by global route was 0.07668.
- Via count of the first global-routing pass :: 6490
- Global routing's busiest layer :: met2
- GR Util met1 :: 0.4553
- Global Route met2 Usage :: 0.4968
- Per the GRT congestion report, total overflow comes to 0.
- Summed over all routing layers, the global router reports a total usage of 0.3135.

** Final layout
- Of the cells placed in the final design, the portion with a size suffix greater than 1 is 0.08382.
- Compared with the post-synthesis result, the final layout area differs by 41.25%.
- Filler cell count :: 878
- Leaving out buffers and inverters, the combinational logic in the layout accounts for 4340 um2.
- In the final layout, flip-flops and latches occupy 1755 um2.
- The finished layout holds 1207 standard cells, fillers aside.

** Min path
- Hold wc startpoint :: state_now[0]
- Cells on Worst Hold Path :: 2
- The type recorded for the worst min-delay path is reg -> reg.
- Endpoint with the worst hold slack :: state_now[0]

** Routing
- Number of iterations in the first detailed-routing pass :: 5
- The routed layout has 6778 vias.
- The script logs the ratio of routed vias to standard cells as 5.616.
- Detailed-route iteration 0 reported a violation count of 448.
- WL final :: 19510 um
- Per the post-route antenna check, the number of violating nets is 0.
- For this sky-water flow run, the detailed-routed wirelength per cell is reported as 16.17 um.
- After detailed routing, the number of remaining DRC violations is 0.

** Clock tree
- Clock slew at the register clock pins of the worst setup and hold paths :: 0.06 ns
- Clock tree from TritonCTS :: done
- Gates resized during post-CTS repair numbered 0.
- Insertion Delay late pin :: 0.34 ns
- Depth of the CTS H-tree :: 3
- The post-CTS hold buffer count recorded in the log is 0.
- The cell sitting at the root of the clock tree is a clkbuf_16.
- Post-CTS setup buffers :: 0
- Maximum buffer depth of the clock tree :: 2
- Clock Sinks :: 70
- Number of clock buffers inserted by TritonCTS :: 9

** Die
- Top Ports :: 198
- Fp util :: 0.5231
- Floorplan Core Area :: 12210 um2
- The chip occupies 13230 um2.
- The die is 115.0 um tall.
- From left edge to right edge, the die measures 115.0 um.
- Site Rows :: 40

** Final timing
- Counting pins that exceed their max-slew limit in the final report gives 0.
- Period utilization :: 0.9691
- Largest clock skew in the final design :: 0.007583 ns
- In the final report, the number of endpoints failing setup comes to 0.
- Unrepaired setup endpoints after global routing :: no
- The slew check shows that the tightest pin keeps a relative margin of 0.4551.
- For reference, the final report shows the hold violation count at 0.
- At the pin with the least slew margin, the transition time is 0.8173 ns.
- Clock period minus final worst setup slack :: 3.780 ns
- Derived from the worst setup path, the maximum achievable clock frequency is 264.6 MHz.
- Worst-case setup margin in the final layout :: 0.1204 ns

** Pwr
- Relative contribution of sequential cells to total power :: 0.403
- Clock network fraction of total power :: 0.297
- Net switching fraction of the power :: 0.3367
- Combinational power share :: 0.300
- The report lists the power per cell area as 307.5 nW/um2.
- Leakage :: 3.420 nW
- Pint :: 0.001840 W
- Switching Power :: 0.0009342 W
- The analysis reports a worst IR drop on VDD of 0.3043 mV.
## per-layer routing
layer,wire length (um),part of all wire
met1,8500,0.44
met4,325,0.017
met2,8911,0.46
met3,1776,0.091
met5,0,0
## power groups by stage
stage / Clock (W) / Combinational, W / Sequential, W
after CTS: 0.000831 / 0.000832 / 0.00111
after global routing: 0.000862 / 0.000928 / 0.00114
final: 0.000825 / 0.000833 / 0.00112
## worst max-delay path by stage
| stage | to | from | cells after the start | slack (ns) |
|---|---|---|---|---|
| final | state_now[2] | wr_addr_max[9] | 9 | 0.12 |
| after global routing | state_now[2] | wr_addr_max[9] | 9 | 0.01 |
| after CTS | state_now[2] | wr_addr_max[9] | 9 | 0.14 |
## state kept, by name, indices dropped and copies added, names as in the netlist
register	count
rd_addr	32
r_operating	1
ram_en	1
state_now	4
wr_addr	32
## logic make-up after synthesis
| family | Yosys count | synth area share |
|---|---|---|
| compound gates | 162 | 0.1497 |
| xor+xnor | 122 | 0.1673 |
| fa+ha+maj | 23 | 0.04466 |
| buf+inv | 75 | 0.04603 |
| flops | 70 | 0.2744 |
| mux | 19 | 0.03232 |
| simple gates | 357 | 0.2856 |
## worst reg2reg max path: cells and delay by family (launching register included)
kind / cells / cell delay (ns)
DFF: 1 / 0.44
and+or+nand+nor: 5 / 1.62
xor gates and xnor gates: 1 / 0.23
buffers and inverters: 1 / 0.17
AOI/OAI and AO/OA: 2 / 0.19
## final cells by class
class	count	share of cell area
diodes	1	0.0002774
clock buffers	9	0.02496
repair buffers	243	0.2568
well taps	168	0.02330
flip-flops and latches	70	0.1946
inverters	26	0.01082
clock inverters	7	0.008182
multi-input cells	683	0.4811
## cell usage in the layout (no fill, tap or decap), types with 3 or more instances in the layout
cell type        synthesis  routed
a21o_1                   5       5
a21oi_1                 13      13
a31oi_1                  7       7
and2_1                   4       4
and3_1                  20      20
and4_1                   7       7
buf_4                    1      46
clkbuf_16                0       9
clkdlybuf4s50_1          0     197
clkinvlp_4               0       4
dfrtp_1                 69      67
ha_1                    22      22
inv_1                   26      25
mux2_2                  13      13
mux2i_1                  6       6
nand2_1                147     147
nand2b_1                 9       9
nand3_1                 34      34
nand3b_1                 8       8
nand4_1                 22      22
nor2_1                  38      38
nor2b_1                  8       8
nor3_1                  17      17
nor3b_1                  7       7
nor4_1                  13      13
nor4b_1                  3       3
o211ai_1                 4       4
o21ai_0                 99      99
o22ai_1                  5       5
o31ai_1                  3       3
or3_1                    6       6
or4_1                    4       4
xnor2_1                 65      65
xor2_1                  57      57
## stage by stage
step	instance area, um2	TNS, ns	total power (W)	util	hold slack, ns
2_1_floorplan	6387	0	0.001560	-	0.4687
3_3_place_gp	8721	-0.2298	0.001921	0.7141	0.4816
3_5_place_dp	8721	-0.4975	0.001943	0.7141	0.4920
4_1_cts	9020	0	0.002772	0.7386	0.5187
5_1_grt	9020	0	0.002930	0.7386	0.5392
6_report	9022	0	0.002775	0.7388	0.5206
Power figures rest on the tool's default switching activity, not on a simulated workload.
