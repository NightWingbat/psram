==> design/flow/run.sh <==
#!/bin/bash
# OpenROAD 26Q1-2900-gdf79404cd8, Yosys 0.63+post, stock flow scripts
make -C /OpenROAD-flow-scripts/flow DESIGN_CONFIG=/design/flow/config.mk WORK_HOME=/design/flow/orfs finish
==> design/flow/config.mk <==
export PLATFORM = sky130hd
export DESIGN_NAME = psram_rw
export DESIGN_NICKNAME = psram_rw
export VERILOG_FILES = /design/flow/design.v
export SDC_FILE = /design/flow/constraint.sdc
export NUM_CORES = 4
export LEC_CHECK = 1
export CORE_UTILIZATION = 30
==> design/flow/constraint.sdc <==
current_design psram_rw

set clk_period 1.7
set clk_io_pct 0.2

create_clock -name clk0 -period $clk_period [get_ports {ram_clk}]

set non_clock_inputs [all_inputs -no_clocks]
set_input_delay [expr $clk_period * $clk_io_pct] -clock clk0 $non_clock_inputs
set_output_delay [expr $clk_period * $clk_io_pct] -clock clk0 [all_outputs]
==> design/flow/design.v <==
module psram_rw #(
    parameter BIT_WIDTH  = 16,
    parameter BURST_LEN  = 32
) (
    input                         ram_clk,
    input                         ram_rst,
    input                         init_cable_complete,
    input                         ctrl_idle,
    input                         ram_wr_valid,
    input                         ram_rd_valid,
    output  [31:0]                addr_in,
    output                        rw_ctrl,
    output                        ram_en,
    output  reg [BIT_WIDTH*2-1:0] ram_data_in
);
localparam IDLE  = 3'd0;
localparam WAIT1 = 3'd1;
localparam WRITE = 3'd2;
localparam WAIT2 = 3'd3;
localparam READ  = 3'd4;
reg [5:0]  wait_cnt;
reg [11:0] wr_cnt;
reg [11:0] rd_cnt;
reg [2:0]  state_now;
reg [2:0]  state_next;
assign     addr_in = 32'd4;
assign     rw_ctrl = (state_now == WAIT1) ? 1'b1 : (state_now == WAIT2) ? 1'b0 : 1'b1;
assign     ram_en  = (wait_cnt == 6'd63) ? 1'b1 : 1'b0;
always @(posedge ram_clk or negedge ram_rst) begin
    if(ram_rst == 1'b0)begin
        wait_cnt <= 6'd0;
    end
    else if((state_now == WAIT1 || state_now == WAIT2) && ctrl_idle == 1'b1)begin
        wait_cnt <= wait_cnt + 1'b1;
    end
    else begin
        wait_cnt <= 6'd0;
    end
end
always @(posedge ram_clk or negedge ram_rst) begin
    if(ram_rst == 1'b0)begin
        wr_cnt <= 12'd0;
    end
    else if(state_now == WRITE && ram_wr_valid == 1'b1)begin
        if(wr_cnt < BURST_LEN - 2)begin
            wr_cnt <= wr_cnt + 2'd2;
        end
        else begin
            wr_cnt <= wr_cnt;
        end
    end
    else begin
        wr_cnt <= 12'd0;
    end
end
always @(posedge ram_clk or negedge ram_rst) begin
    if(ram_rst == 1'b0)begin
        rd_cnt <= 12'd0;
    end
    else if(state_now == READ && ram_rd_valid == 1'b1)begin
        if(rd_cnt < BURST_LEN - 2)begin
            rd_cnt <= rd_cnt + 2'd2;
        end
        else begin
            rd_cnt <= rd_cnt;
        end
    end
    else begin
        rd_cnt <= 12'd0;
    end
end
always @(posedge ram_clk or negedge ram_rst) begin
    if(ram_rst == 1'b0)begin
        state_now <= IDLE;
    end
    else begin
        state_now <= state_next;
    end
end
always @(*) begin
    if(ram_rst == 1'b0)begin
        state_next <= IDLE;
    end
    else begin
        case(state_now)
            IDLE:begin
                if(init_cable_complete)begin
                    state_next <= WAIT1;
                end
                else begin
                    state_next <= IDLE;
                end
            end
            WAIT1:begin
                if(wait_cnt == 6'd63)begin
                    state_next <= WRITE;
                end
                else begin
                    state_next <= WAIT1;
                end
            end
            WRITE:begin
                if(wr_cnt == BURST_LEN - 2)begin
                    state_next <= WAIT2;
                end
                else begin
                    state_next <= WRITE;
                end
            end
            WAIT2:begin
                if(wait_cnt == 6'd63)begin
                    state_next <= READ;
                end
                else begin
                    state_next <= WAIT2;
                end
            end
            READ:begin
                if(rd_cnt == BURST_LEN - 2)begin
                    state_next <= WAIT1;
                end
                else begin
                    state_next <= READ;
                end
            end
            default:begin
                state_next <= IDLE;
            end
        endcase
    end
end
always @(posedge ram_clk or negedge ram_rst) begin
    if(ram_rst == 1'b0)begin
        ram_data_in <= 32'h04060103;
    end
    else if(state_now == WRITE && ram_wr_valid == 1'b1)begin
        ram_data_in[7:0]   <= ram_data_in[7:0]   + 1'b1;
		ram_data_in[15:8]  <= ram_data_in[15:8]  + 1'b1;
		ram_data_in[23:16] <= ram_data_in[23:16] + 1'b1;
		ram_data_in[31:24] <= ram_data_in[31:24] + 1'b1;
    end
end
endmodule
==> reports/notes.md <==
For the area of the die, the log shows 10590 sq um. The OpenROAD report gives the critical path a required time of 1360 ps. The logs give 0.3110 for the effective utilization at floorplan and 3 for the number of H-tree levels. The yosys synthesis warning count is 1. The combinational gate area is 1271 sq um, and the count of antenna diodes in the layout is 0.

Flop and latch count out of synthesis: 65. The cell type that accounts for the most area after synthesis is sky130_fd_sc_hd__dfrtp_1. The shortest period the worst path allows was 1641 ps; the number of buffers inserted during clock tree synthesis was 9. Clock skew on the completed layout was measured at 6.840 ps.

The final weighted congestion of routability-driven global placement was 0.8290. The signal on the critical path passes through nand2b_1, clkdlybuf4s50_1. In the final report, the number of endpoints failing setup comes to 0.

For this run, the detailed router reports a per-instance via density of 4.497. The worst-path cell with the longest stage delay was sky130_fd_sc_hd__clkdlybuf4s50_1. For this design, Yosys synthesis ends with a cell count of 284. In the final report, the number of pins over their slew limit comes to 0. The slack of the critical path is 59.15 ps, and the number of filler instances in the final layout is 967.

The overall track demand over capacity in global routing came out at 0.1146. The setup check on the worst reg-to-reg path leaves a slack of 120 ps. For the worst setup path, the data arrival time is 1300 ps.

Placed instance area: 3567 sq um. The number of antenna violations at the first check in global routing was 0. The core outline area is 9819 sq um.

The vertical die size was 102.9 microns. The run gives 0.1788 for the fraction of final layout cells sized beyond drive strength 1. The finished cells cover 3900 sq um.

Endpoint of the worst register-to-register path: state_now[2]. The script computed a power per unit cell area of 743.4 nW/um^2. The run gives 340 ps as the clock insertion delay at the later pin of the skew report. Final period utilization: 0.9652. Logged for this run, the post-placement worst setup slack is 28.00 ps.

Between the synthesized netlist and the finished layout, the area growth was recorded as 27.69%. Ranked by total cell area, the synthesized netlist is headed by sky130_fd_sc_hd__dfrtp_1 (48%), sky130_fd_sc_hd__buf_4 (7.9%), sky130_fd_sc_hd__xnor2_1 (7.2%). During I/O placement, the number of pins put on the boundary was 72. The start-to-end type of the worst setup path was reg2out. Per the timing report, the biggest fanout along the worst path comes to 4. The worst setup path is launched from a flip-flop. Across all layers, the routed design uses 2208 vias. Count of TritonRoute iterations in the first routing pass: 5.

The clock transition at the registers of the reported paths came out at 70 ps. STA lists the startpoint of the worst register-to-register path as wait_cnt[0]. The via count of the first global-routing pass is 2109, and the post-detailed-route DRC marker count is 0. The tools report the combined flip-flop and latch cell area as 1635 sq um.

The cell family contributing the most delay on the critical path is buffers and inverters. The count of distinct cell types in the synthesized netlist was 36; the transition time at the pin with the least slew margin was 549.7 ps. Most frequent standard cell in the layout excluding fill and tap cells: sky130_fd_sc_hd__dfrtp_1. The run finished with clean final reports. Per the CTS log, the root buffer master is sky130_fd_sc_hd__clkbuf_8. For this run, the top clock speed supported by timing is 0.6094 GHz. Type of the tightest min-delay check: in2async. IR analysis of the VDD net gives a maximum drop of 0.3940 mV. After global routing the overflow that remains totals 0. Area share of the largest cell type after synthesis: 0.4752.

With the logic depth of the worst register-to-register path at 9, the tightest slew margin relative to the limit is 0.6307. The run gives 0 as the count of antenna-violating nets left after detailed routing. The delay contributed by the slowest stage of the critical path was 460 ps.

For the total of max-cap violations, the log shows 0. For the half-perimeter wire length after detailed placement, the log shows 3.898 mm. For this run, the chip area from Yosys synthesis comes to 3054 sq um. Per the CTS log, the buffer count on the longest clock path is 2. The number of warnings reported in the stage logs is 25.

For this block, the initial DRC count from the detailed router was 103. STA classifies the critical path endpoint as an output pin. TritonCTS built the clock tree.

For reference, the final report shows the hold violation count at 0. For the post-synthesis cell count, the log shows 284. The routed design shows a wire length per standard cell of 11.55 microns. The total of buffers placed on input and output ports is 39. The worst-case hold slack was 430.6 ps.

The run gives 36 as the number of placement rows. The routed design has 5.670 mm of wire. According to the CTS report, the clock sink count is 65. The sequential cell area fraction in the yosys report was 0.5354; the cell area after synthesis was 3054 sq um.

The tools report the largest net degree at the start of global routing as 40. In the layout the commonest cells are sky130_fd_sc_hd__dfrtp_1 (58), sky130_fd_sc_hd__nand2_1 (34), sky130_fd_sc_hd__conb_1 (32). The standby leakage power was 1.956 nW; the mean post-synth cell area was 10.75 sq um. The first-pass GRT wire length is 9.563 mm, and the horizontal die size is 102.9 microns. Number of buffer and inverter instances along the worst setup path: 1.
-- final cells by class --
type,instances,share of cell area
tap,133,0.04267
clock buffer,9,0.03176
multi-input combinational,207,0.3260
sequential,65,0.4193
clock inverter,7,0.01829
inverter,3,0.002887
timing repair buffer,67,0.1591
-- what timing repair did --
action	4_1_cts	5_1_grt
buffers inserted	15	1
hold buffers	1	0
pin swaps	2	2
setup endpoints to repair	7	9
endpoints found under the hold margin	2	0
resized	5	10
-- through the flow --
| step | TNS (ps) | total power (W) | util | cells |
|---|---|---|---|---|
| after floorplan | 0 | 0.001653 | - | 314 |
| after global placement | 0 | 0.001663 | 0.3633 | 461 |
| after detailed placement | 0 | 0.001662 | 0.3633 | 461 |
| after CTS | 0 | 0.002952 | 0.3945 | 491 |
| after global routing | -0.2167 | 0.003009 | 0.3972 | 491 |
| final | 0 | 0.002899 | 0.3972 | 491 |
-- per-layer routing --
| layer | track usage | up-vias | wire [microns] |
|---|---|---|---|
| li1 | - | 1075 | - |
| met1 | 0.1713 | 1053 | 2599 |
| met2 | 0.1779 | 66 | 2683 |
| met3 | 0.01723 | 14 | 242 |
| met4 | 0.03467 | 0 | 144 |
| met5 | 0 | - | 0 |
-- worst register-to-register path: stages, from the launching register on --
cell and delay (ps):
sky130_fd_sc_hd__dfrtp_1 360, sky130_fd_sc_hd__ha_2 180, sky130_fd_sc_hd__and4_4 210, sky130_fd_sc_hd__nand2_2 70
sky130_fd_sc_hd__buf_4 130, sky130_fd_sc_hd__buf_4 120, sky130_fd_sc_hd__buf_4 120, sky130_fd_sc_hd__buf_4 120
sky130_fd_sc_hd__buf_4 130, sky130_fd_sc_hd__o22ai_2 80
-- Yosys cell counts (all sizes together) --
| cell | count |
|---|---|
| o21ai | 6 |
| o31ai | 3 |
| o22ai | 2 |
| or3 | 4 |
| nor3 | 7 |
| nand4 | 20 |
| or2 | 1 |
| or4 | 2 |
| clkbuf | 5 |
| conb | 2 |
| buf | 34 |
| a21oi | 5 |
| ha | 7 |
| a31oi | 3 |
| a211oi | 1 |
| nor4 | 2 |
| dfstp | 7 |
| nand2b | 2 |
| o2bb2ai | 1 |
| inv | 3 |
| and2 | 1 |
| nor2 | 8 |
| o32ai | 1 |
| xor2 | 5 |
| mux2i | 2 |
| nand2 | 35 |
| xnor2 | 25 |
| and4 | 5 |
| dfrtp | 58 |
| nand3 | 8 |
| and3 | 18 |
| o311ai | 1 |
-- cells by family (layout without fill, tap and decap cells) --
family,after synthesis,in the layout,share of synthesized area
mux,2,2,0.006555
compound gates,23,23,0.04916
flops,65,65,0.5354
buf+inv,42,86,0.09177
other cells,2,32,0.002459
simple gates,113,113,0.1999
xor+xnor,30,30,0.08603
fa+ha+maj,7,7,0.02868
-- report_power, final --
group	total, W	switching [W]	internal, W
combinational	0.0000782	0.0000498	0.0000285
sequential	0.00156	0.00000419	0.00155
clock	0.00126	0.000591	0.000673
-- sequential cells by signal, indices dropped and copies added, names as in the netlist --
| name | cells |
|---|---|
| wr_cnt | 11 |
| state_now | 5 |
| rd_cnt | 11 |
| ram_data_in | 32 |
| wait_cnt | 6 |
-- worst max path at each step --
| stage | from | end | cells after the start |
|---|---|---|---|
| CTS | ram_data_in[26] | ram_data_in[26] | 1 |
| global route | wait_cnt[0] | ram_en | 5 |
| finish | state_now[3] | rw_ctrl | 2 |
Power is estimated from default activity; no workload was simulated.
